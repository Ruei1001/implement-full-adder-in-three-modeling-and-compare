**/design/flow/design.v**
```verilog
module adder_dataflow (s,co,a,b,ci);
    parameter width = 32;
    output [width-1:0] s;
    output co;
    input [width-1:0] a,b;
    input ci;
    assign {co, s} = a + b + ci;
endmodule
module adder_dataflow_reg(s, co, a, b, ci, clk);
    parameter width = 32;
    output [width-1:0] s;
    output co;
    input [width-1:0] a,b;
    input ci;
    input clk;
    wire cout;
    wire [31:0] sum;
    adder_dataflow adder (
        .s(sum),
        .co(cout),
        .a(a),
        .b(b),
        .ci(ci)
    );
    D_FF s_ff_reg (
        .clk(clk),
        .d(sum),
        .q(s)
    );
    D_FF_2 cout_ff_reg (
        .clk(clk),
        .d( cout), 
        .q(co)
    );
endmodule
module D_FF(q,d,clk);
    output reg [31:0] q;
    input [31:0] d; 
    input clk;
    always @( posedge clk) begin
        q <= d;
    end
endmodule
module D_FF_2(q,d,clk);
    output reg q;
    input d; 
    input clk;
    always @( posedge clk) begin
        q <= d;
    end
endmodule
module adder_structure_reg(s, co, a, b, ci, clk);
    parameter width = 32;
    output [width-1:0] s;
    output co;
    input [width-1:0] a,b;
    input ci;
    input clk;
    wire cout;
    wire [31:0] sum;
    adder_structure adder (
        .s(sum),
        .co(cout),
        .a(a),
        .b(b),
        .ci(ci)
    );
    D_FF s_ff_reg (
        .clk(clk),
        .d(sum),
        .q(s)
    );
    D_FF_2 cout_ff_reg (
        .clk(clk),
        .d( cout), 
        .q(co)
    );
endmodule
```
**/design/flow/run.sh**
```bash
#!/bin/bash
# OpenROAD 26Q1-2900-gdf79404cd8, Yosys 0.63+post, stock flow scripts
make -C /OpenROAD-flow-scripts/flow DESIGN_CONFIG=/design/flow/config.mk WORK_HOME=/design/flow/orfs finish
```
**/design/flow/config.mk**
```make
export PLATFORM = sky130hd
export DESIGN_NAME = adder_dataflow_reg
export DESIGN_NICKNAME = adder_dataflow_reg
export VERILOG_FILES = /design/flow/design.v
export SDC_FILE = /design/flow/constraint.sdc
export NUM_CORES = 4
export LEC_CHECK = 1
export CORE_UTILIZATION = 30
```
**/design/flow/constraint.sdc**
```tcl
current_design adder_dataflow_reg

set clk_period 8.7
set clk_io_pct 0.2

create_clock -name clk0 -period $clk_period [get_ports {clk}]

set non_clock_inputs [all_inputs -no_clocks]
set_input_delay [expr $clk_period * $clk_io_pct] -clock clk0 $non_clock_inputs
set_output_delay [expr $clk_period * $clk_io_pct] -clock clk0 [all_outputs]
```
==> flow_metrics.tcl <==
# flow metrics
set metrics [dict create \
    drt_iter0_markers 99 \
    fp-row-count 33 \
    leakage_nw 1.53 \
    logic_area_um2 1780 \
    rsz0062_at_grt "false" \
    wirelength_um 6460 \
    hold_end "s_ff_reg.q[0]" \
    mostFrequentLayoutCell "clkdlybuf4s50_1" \
    dieArea_um2 8750 \
    min-delay-start "ci" \
    cap_violations 0 \
    outcome "finished, final reports clean" \
    cts_setup_buffers 0 \
    cts_resized 0 \
    fmax_mhz 226 \
    most-common-layout-cells "98 x clkdlybuf4s50_1, 34 x a21oi_1, 33 x dfxtp_1, 31 x ha_1, 23 x nand2_1" \
    ant_nets 0 \
    synthToLayoutAreaGrowth_pct 45.7 \
    port_buffers 98 \
    hold_viol_final 0 \
    synth-seq-cells 33 \
    drive_above_1_share 0.0458 \
    core_um2 8180 \
    cts_hold_buffers 0 \
    clockRootBuffer "clkbuf_8" \
    finalCriticalPeriod_ns 4.42 \
    avgRoutedWirePerCell_um 13.0 \
    edf_count 0 \
    criticalPathCategory "in2reg" \
    vias 2488 \
    core_util_floorplan 0.308 \
    die_y_um 93.6 \
    dp_slack_ns 3.99 \
    setup_viol_count_final 0 \
    syn_inst 292 \
    fillers 816 \
    clock_sinks 33 \
    tightest_slew_ns 0.806 \
    antennaDiodeCount 0 \
    grt_pass1_wl_um 10600 \
    seqCellArea_um2 661 \
    holdCritPathClass "in2reg" \
    synth_cell_types 53 \
    ys_area_um2 2510 \
    ys_cells 292 \
    fin_setup_tns_ns 0 \
    holdPathStages 2 \
    ir_worst_vdd_uv 69.1 \
    clkTransAtPathRegs_ns 0.07 \
    dr.pass1.iters 4 \
    slew_headroom 0.456 \
    syn_avg_cell_area_um2 8.61 \
    slew_violations 0 \
    first_global_vias 2341 \
    grt_max_degree 13 \
    antenna_found_initial 0 \
    cts_buffer_depth 2 \
    fin_crit_sh 0.508 \
    hpwl_um 5310 \
    io_pins 99 \
    yosys_warnings 2 \
    cts_buffers 5 \
    endpoint_kind "register" \
    cts_tree "built" \
    cp.arrival_ns 4.59 \
    drcViolationCount 0 \
    gp_congestion 0.846 \
    die_w_um 93.6 \
    openroad.warnings 25 \
    async_flop_share 0 \
    p_per_area_nw_per_um2 146 \
    ff_type "dfxtp_1" \
    required_ns 8.87 \
    syn_area_um2 2510 \
    setup_slack_ns 4.28 \
    track_usage 0.153 \
    finalPower_uw 534 \
    synth_seq_share 0.263 \
    worst-path-max-fanout 4 \
    worst_setup_path_start_kind "primary input" \
    h-tree-depth 2 \
    vias_per_cell 5.00 \
    grt_overflow_total 0 \
]
## cells in the mapped netlist, types with 2 or more instances
master / n / area share
a211o_1: 3 / 0.010
a211oi_1: 6 / 0.018
a21boi_1: 2 / 0.0060
a21o_1: 12 / 0.036
a21oi_1: 34 / 0.068
and3_1: 4 / 0.0099
buf_6: 3 / 0.013
dfxtp_1: 33 / 0.26
fa_1: 2 / 0.016
ha_1: 31 / 0.15
inv_1: 6 / 0.0090
nand2_1: 23 / 0.034
nand3_1: 5 / 0.0099
nand4_1: 8 / 0.020
nor2_1: 20 / 0.030
nor3_1: 7 / 0.014
o211ai_1: 4 / 0.012
o21a_1: 4 / 0.012
o21ai_0: 12 / 0.024
o21ai_1: 8 / 0.016
o21bai_1: 5 / 0.015
o31ai_1: 3 / 0.0090
or3_1: 4 / 0.0099
xnor2_1: 10 / 0.035
xor2_1: 15 / 0.052
## sequential cells by signal, indices dropped and copies added, names as in the netlist
| name | cells |
|---|---|
| cout_ff_reg.q | 1 |
| s_ff_reg.q | 32 |
## per-stage QoR
| stage | cells | hold WS [ns] | area [um^2] | utilization |
|---|---|---|---|---|
| CTS | 498 | 2.12 | 3660 | 0.448 |
| floorplan | 292 | 1.90 | 2510 | - |
| detailed placement | 490 | 2.40 | 3580 | 0.438 |
| global placement | 490 | 2.40 | 3580 | 0.438 |
| finish | 498 | 2.13 | 3660 | 0.448 |
| global route | 498 | 2.12 | 3660 | 0.448 |
## per-layer routing
layer	GRT usage	vias to the layer above	wire length, um
li1	-	1285	-
met1	0.222	1129	3070
met2	0.250	70	2900
met3	0.0273	4	442
met4	0.0141	0	51
met5	0	-	0
## cells by family (layout without fill, tap and decap cells)
logic type / Yosys count / count (layout) / share of synthesized area
compound gates: 105 / 105 / 0.279
xor+xnor: 25 / 25 / 0.0871
fa+ha+maj: 33 / 33 / 0.170
buf+inv: 12 / 113 / 0.0284
flops: 33 / 33 / 0.263
mux: 1 / 1 / 0.00398
simple gates: 83 / 83 / 0.169
## critical path, cell delays in order
cell,delay [ns]
clkdlybuf4s50_1,0.43
fa_1,0.50
fa_1,0.42
a21oi_1,0.21
o32ai_1,0.14
o211ai_2,0.32
a2111oi_2,0.13
o21bai_1,0.34
nor4bb_1,0.26
nor3b_1,0.08
## worst max path at each step
stage         from             end  cells after the start
finish        a[0]  s_ff_reg.q[20]                     10
global route  a[0]  s_ff_reg.q[20]                     10
CTS           a[0]  s_ff_reg.q[28]                     10
## cell type report
cell class / instances / share of cell area
Clock buffer: 6 / 0.0198
Clock inverter: 2 / 0.00273
Inverter: 7 / 0.00717
Multi-Input combinational cell: 247 / 0.487
Sequential cell: 33 / 0.180
Tap cell: 105 / 0.0358
Timing Repair Buffer: 98 / 0.268
## power breakdown
| part | internal (mW) | switching [mW] | total (mW) |
|---|---|---|---|
| combinational | 0.136 | 0.0917 | 0.227 |
| clock | 0.0554 | 0.0561 | 0.112 |
| sequential | 0.185 | 0.00995 | 0.195 |
Power is estimated from default activity; no workload was simulated.
