$ cat flow/run.sh
#!/bin/bash
# OpenROAD 26Q1-2900-gdf79404cd8, Yosys 0.63+post, stock flow scripts
make -C /OpenROAD-flow-scripts/flow DESIGN_CONFIG=/design/flow/config.mk WORK_HOME=/design/flow/orfs finish
$ cat flow/config.mk
export PLATFORM = sky130hd
export DESIGN_NAME = adder_behavior_reg
export DESIGN_NICKNAME = adder_behavior_reg
export VERILOG_FILES = /design/flow/design.v
export SDC_FILE = /design/flow/constraint.sdc
export NUM_CORES = 4
export LEC_CHECK = 1
export CORE_AREA = 10 10 111 111
export DIE_AREA = 0 0 121 121
$ cat flow/constraint.sdc
current_design adder_behavior_reg

set clk_period 10.9
set clk_io_pct 0.2

create_clock -name clk0 -period $clk_period [get_ports {clk}]

set non_clock_inputs [all_inputs -no_clocks]
set_input_delay [expr $clk_period * $clk_io_pct] -clock clk0 $non_clock_inputs
set_output_delay [expr $clk_period * $clk_io_pct] -clock clk0 [all_outputs]
$ cat flow/design.v
module adder_behavior(s,co,a,b,ci);
    parameter width = 32;
    output reg [width-1:0] s;
    output reg co;
    input [width-1:0] a,b;
    input ci;
always @(a,b,ci)
    {co, s} = a + b + ci;
endmodule
module adder_behavior_reg(s, co, a, b, ci, clk);
    parameter width = 32;
    output [width-1:0] s;
    output co;
    input [width-1:0] a,b;
    input ci;
    input clk;
    wire cout;
    wire [31:0] sum;
    adder_behavior adder (
        .s(sum),
        .co(cout),
        .a(a),
        .b(b),
        .ci(ci)
    );
    D_FF s_ff_reg (
        .clk(clk),
        .d(sum),
        .q(s)
    );
    D_FF_2 cout_ff_reg (
        .clk(clk),
        .d( cout), 
        .q(co)
    );
endmodule
module D_FF(q,d,clk);
    output reg [31:0] q;
    input [31:0] d; 
    input clk;
    always @( posedge clk) begin
        q <= d;
    end
endmodule
module D_FF_2(q,d,clk);
    output reg q;
    input d; 
    input clk;
    always @( posedge clk) begin
        q <= d;
    end
endmodule
module adder_structure_reg(s, co, a, b, ci, clk);
    parameter width = 32;
    output [width-1:0] s;
    output co;
    input [width-1:0] a,b;
    input ci;
    input clk;
    wire cout;
    wire [31:0] sum;
    adder_structure adder (
        .s(sum),
        .co(cout),
        .a(a),
        .b(b),
        .ci(ci)
    );
    D_FF s_ff_reg (
        .clk(clk),
        .d(sum),
        .q(s)
    );
    D_FF_2 cout_ff_reg (
        .clk(clk),
        .d( cout), 
        .q(co)
    );
endmodule
==> reports/results.ini <==
[run_status]
outcome = completed

[timing]
setup_viol = 0
timing_worst_slew_pin_value_ns = 0.736
unrepaired_setup_endpoints_after_global_routing = false
setup_tns_ns = 0
slew_headroom_pct = 50.3
period_used_pct = 44.6
minimum_setup_slack_in_the_final_design_ns = 6.04
hold_viol = 0
fmaxAchievable_ghz = 0.206
final_max_tran_viols = 0
layout_min_cycle_time_ns = 4.86

[logic_synthesis]
synth-async-reset-ratio_pct = 0
synth-warning-count = 3
area_leaders = sky130_fd_sc_hd__dfxtp_1 (26%), sky130_fd_sc_hd__ha_1 (15%), sky130_fd_sc_hd__a21oi_1 (6.8%)
count_of_flip_flops_with_a_built_in_enable_after_synthesis = 0
yosys_cells = 292
yosys-dominant-comb-family = AND-OR/OR-AND gates
synth_cell_types = 53
ys_seq_elements = 33
synth-area-yosys_um2 = 2510
synthDominantAreaCellType = sky130_fd_sc_hd__dfxtp_1
synthFlopType = sky130_fd_sc_hd__dfxtp_1
synth_xor_xnor_area_share_pct = 8.71
synthesis.instances = 292
ys_seq_share_pct = 26.3
synthMuxAreaShare_pct = 0.398
netlist.area_leader.share_pct = 26.3
fa_ha_area_share_pct = 17.0
netlist_area_um2 = 2510
simple_gate_area_share_pct = 16.9
ys_sh_aoi_pct = 27.9
synth_area_per_inst_um2 = 8.61

[die]
initial_core_util_pct = 25.5
core_region_area_um2 = 9860
die_area_um2 = 14600
fp.dieW_um = 121
num_rows = 36
chipHeight_um = 121
top_level_ports = 99

[route]
detail-route-antenna-nets = 0
n_antenna_cell = 0
drt-initial-drc-count = 115
vias = 2489
remaining_drc_errors = 0
routed_wirelength_mm = 7.66
first_pass_iters = 4
routedWlPerCell_um = 14.6
route.detailed.vias_per_inst = 4.73

[cts]
number_of_clock_buffers_inserted_by_tritoncts = 5
cts_setup_buffers = 0
ctsHtreeMaxLevel = 2
clock_sinks = 33
cts_hold_buffers = 0
clock_tree.root_cell = sky130_fd_sc_hd__clkbuf_8
clk_path_buf_depth = 2
cts_tree = built
cts_resized = 0
clk_transition_reported_paths_ns = 0.07

[job]
stage_log_warnings = 25
cap_violations = 0

[worst_setup_path]
critical_path.startpoint_type = input port
worst_path_required_ns = 11.05
critPathMaxFanout = 4
cp.arrival_ns = 5.02
worstSetupPathType = in2reg
crit_path_end_kind = flop

[global_routing]
grt-ovfl-total = 0
vias_in_the_first_global_route = 2593
grt_pass1_wl_mm = 12.5
antenna_found_initial = 0
globalRouteTotalUtil_pct = 10.3
grt_max_degree = 13

[finish]
most_frequently_placed_logic_cell_in_the_final_layout = sky130_fd_sc_hd__clkdlybuf4s50_1
final_cell_area_um2 = 3730
fin_util_pct = 37.8
layout-drive-gt1-share_pct = 4.58
area_growth_syn_to_layout_pct = 48.5
n_fill_cell = 953
most_numerous_logic_cells_after_layout = sky130_fd_sc_hd__clkdlybuf4s50_1 (98), sky130_fd_sc_hd__a21oi_1 (34), sky130_fd_sc_hd__dfxtp_1 (33), sky130_fd_sc_hd__ha_1 (31), sky130_fd_sc_hd__nand2_1 (23)

[placement]
dp_slack_ns = 5.77
final_weighted_congestion_of_routability_driven_global_placement = 0.870
placed_area_um2 = 3620
place_hpwl_mm = 6.47
port_buffers = 98

[power_and_ir_drop]
p_comb_share_pct = 40.2
switching_share_pct = 28.0
p_leak_nw = 1.54
p_int_w = 0.000331
pwr_density_cell_nw_per_um2 = 123
portion_of_total_power_attributed_to_sequential_cells_pct = 33.9
ir_worst_vdd_uv = 67.6
switching_power_w = 0.000129
p_clk_share_pct = 25.9

[worst_hold_path]
whs_path_depth = 2
hold-path-endpoint = s_ff_reg.q[0]$_DFF_P_
min_from = ci
kind_of_path_behind_the_tightest_hold_check = in2reg

==> per-layer routing <==
| metal | part of all wire [%] | global-route usage (%) | vias up |
|---|---|---|---|
| met5 | 0 | 0 | - |
| met4 | 0.76 | 0.754 | 0 |
| met3 | 7.0 | 2.74 | 6 |
| met2 | 44 | 16.6 | 77 |
| met1 | 48 | 14.0 | 1113 |
| li1 | - | - | 1293 |
==> logic make-up (layout without fill, tap and decap cells) <==
| family | Yosys count | count (layout) |
|---|---|---|
| AND-OR/OR-AND | 105 | 105 |
| XOR/XNOR | 25 | 25 |
| multiplexers | 1 | 1 |
| buffers and inverters | 12 | 113 |
| AND/OR/NAND/NOR | 83 | 83 |
| flip-flops | 33 | 33 |
| adder cells (fa/ha/maj) | 33 | 33 |
==> power groups by stage <==
stage / registers [W] / clock network (W) / logic (W)
after CTS: 0.000156 / 0.000124 / 0.000188
final: 0.000156 / 0.000119 / 0.000185
after global routing: 0.000159 / 0.000128 / 0.000205
==> worst max path at each step <==
stage	start	endpoint	slack [ns]	cells after the start
finish	a[0]	s_ff_reg.q[28]$_DFF_P_	6.04	10
CTS	a[0]	s_ff_reg.q[28]$_DFF_P_	6.04	10
global route	a[0]	s_ff_reg.q[28]$_DFF_P_	5.84	10
==> worst max-delay path, stage by stage <==
cell	delay (ns)
sky130_fd_sc_hd__clkdlybuf4s50_1	0.43
sky130_fd_sc_hd__fa_1	0.48
sky130_fd_sc_hd__fa_1	0.42
sky130_fd_sc_hd__a21oi_1	0.21
sky130_fd_sc_hd__o32ai_1	0.15
sky130_fd_sc_hd__o211ai_2	0.33
sky130_fd_sc_hd__a21o_1	0.24
sky130_fd_sc_hd__o21ai_2	0.10
sky130_fd_sc_hd__a2111oi_0	0.40
sky130_fd_sc_hd__a311oi_1	0.09
==> sequential cells by signal, summed over array words and instances (netlist names) <==
| name | cells |
|---|---|
| s_ff_reg.q | 32 |
| cout_ff_reg.q | 1 |
==> final cells by class <==
type	instances	area (µm²)	area share, %
Multi-Input combinational cell	247	1780	47.8
Timing Repair Buffer	98	981	26.3
Sequential cell	33	661	17.7
Tap cell	133	166	4.46
Clock buffer	7	86.3	2.31
Clock inverter	1	30.0	0.804
Inverter	7	26.3	0.704
==> cells in the mapped netlist, types with 2 or more instances <==
cell,number
sky130_fd_sc_hd__a211o_1,3
sky130_fd_sc_hd__a211oi_1,6
sky130_fd_sc_hd__a21boi_1,2
sky130_fd_sc_hd__a21o_1,12
sky130_fd_sc_hd__a21oi_1,34
sky130_fd_sc_hd__and3_1,4
sky130_fd_sc_hd__buf_6,3
sky130_fd_sc_hd__dfxtp_1,33
sky130_fd_sc_hd__fa_1,2
sky130_fd_sc_hd__ha_1,31
sky130_fd_sc_hd__inv_1,6
sky130_fd_sc_hd__nand2_1,23
sky130_fd_sc_hd__nand3_1,5
sky130_fd_sc_hd__nand4_1,8
sky130_fd_sc_hd__nor2_1,20
sky130_fd_sc_hd__nor3_1,7
sky130_fd_sc_hd__o211ai_1,4
sky130_fd_sc_hd__o21a_1,4
sky130_fd_sc_hd__o21ai_0,12
sky130_fd_sc_hd__o21ai_1,8
sky130_fd_sc_hd__o21bai_1,5
sky130_fd_sc_hd__o31ai_1,3
sky130_fd_sc_hd__or3_1,4
sky130_fd_sc_hd__xnor2_1,10
sky130_fd_sc_hd__xor2_1,15
==> per-stage QoR <==
stage	instances	total power (W)	hold slack, ns
2_1_floorplan	292	0.000244	2.34
3_3_place_gp	518	0.000345	2.84
3_5_place_dp	518	0.000345	2.84
4_1_cts	526	0.000468	2.54
5_1_grt	526	0.000493	2.56
6_report	526	0.000460	2.55
Power figures rest on the tool's default switching activity, not on a simulated workload.
