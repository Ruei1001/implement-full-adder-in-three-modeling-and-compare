### ./constraint.sdc
current_design adder_structure_reg

set clk_period 31.6
set clk_io_pct 0.2

create_clock -name clk0 -period $clk_period [get_ports {clk}]

set non_clock_inputs [all_inputs -no_clocks]
set_input_delay [expr $clk_period * $clk_io_pct] -clock clk0 $non_clock_inputs
set_output_delay [expr $clk_period * $clk_io_pct] -clock clk0 [all_outputs]
### ./run.sh
#!/bin/bash
# OpenROAD 26Q1-2900-gdf79404cd8, Yosys 0.63+post, stock flow scripts
make -C /OpenROAD-flow-scripts/flow DESIGN_CONFIG=/design/flow/config.mk WORK_HOME=/design/flow/orfs finish
### ./design.v
module FA (sum,cout,a,b,c_in);
    output sum, cout;
    input a,b;
    input c_in;
    wire c1,c2,c3,c4;
    xor(c1,a,b);
    xor(sum, c1, c_in);
    and(c2, a, b);
    and(c3, c1, c_in);
    xor(cout, c2, c3);
endmodule
module adder_structure(a,b,ci,s,co);
    parameter width = 32;
    output [width-1:0] s;
    output co;
    input [width-1:0] a,b;
    input ci;
    wire [width:0] c;
    assign c[0] = ci;
    genvar i;
    generate
        for (i = 0 ;i<width ; i=i+1) 
        begin:FA_loop
            FA full_adder(s[i], c[i+1], a[i], b[i], c[i]);
        end
    endgenerate
    assign co=c[width];
endmodule
module D_FF(q,d,clk);
    output reg [31:0] q;
    input [31:0] d; 
    input clk;
    always @( posedge clk) begin
        q <= d;
    end
endmodule
module D_FF_2(q,d,clk);
    output reg q;
    input d; 
    input clk;
    always @( posedge clk) begin
        q <= d;
    end
endmodule
module adder_structure_reg(s, co, a, b, ci, clk);
    parameter width = 32;
    output [width-1:0] s;
    output co;
    input [width-1:0] a,b;
    input ci;
    input clk;
    wire cout;
    wire [31:0] sum;
    adder_structure adder (
        .s(sum),
        .co(cout),
        .a(a),
        .b(b),
        .ci(ci)
    );
    D_FF s_ff_reg (
        .clk(clk),
        .d(sum),
        .q(s)
    );
    D_FF_2 cout_ff_reg (
        .clk(clk),
        .d( cout), 
        .q(co)
    );
endmodule
### ./config.mk
export PLATFORM = sky130hd
export DESIGN_NAME = adder_structure_reg
export DESIGN_NICKNAME = adder_structure_reg
export VERILOG_FILES = /design/flow/design.v
export SDC_FILE = /design/flow/constraint.sdc
export NUM_CORES = 4
export LEC_CHECK = 1
export CORE_AREA = 10 10 107 107
export DIE_AREA = 0 0 117 117
==> reports/writeup.txt <==
After detailed routing, the average wire length per cell comes to 13.2 um. According to the report, the first pass of detailed routing completed in 2 iterations. For this run, design rule violations remaining after detail routing come to 0.

The finished cells cover 0.00254 mm2. The tools report the peak ir drop on the vdd network as 0.0163 mV. Setup repair after global routing left no endpoint under its margin.

For this design the static power due to leakage is 0.993 nW. The top-level port count is 99, and the summed instance area of the synthesized netlist is 0.00134 mm2. The detailed router placed 922 vias in this run. OpenROAD emitted warnings numbering 25. Looking at the clock tree report, the H-tree level count equals 2. TritonCTS built the clock tree.

The tally of max-capacitance violations was 0. The region available for standard cell placement spans 0.00920 mm2. The biggest cell delay along the critical path is 0.43 ns. Counting only logic cells after layout, the most numerous master is clkdlybuf4s50_1.

The via density per instance is 3.17, and the slew at the pin closest to its max-slew limit is 0.127 ns. The clock buffer count from CTS is 5. Master cell of the clock root buffer: clkbuf_8. From bottom edge to top edge, the die measures 117 um. On the reported timing paths, the clock transition at the registers reads 0.07 ns.

In this run the deepest clock path goes through 2 buffers. Counting every sink on the clock net gives 33. The run finished with clean final reports.

For this run the detailed placement stage logged an HPWL of 3550 um. In this run the tightest slew margin relative to its limit is 91.5%. The number of gates resized after CTS was 0.

The number of failing setup endpoints in the final timing report is 0. Once iteration 0 of detailed routing completed, the report listed 9 DRC markers. Cells with a size suffix above 1 make up 3.33% of the layout.

The post-synthesis sequential area ratio is 49.3%, and the chip area from the yosys synthesis statistics is 0.00134 mm2. Subtracting the final worst setup slack from the clock period gives 19.14 ns. Input and output buffers added on the ports amount to 98. The post-route fraction of the period consumed by the critical path works out to 60.6%. The post-CTS hold buffer count recorded in the log is 0.

The tools report the count of yosys warnings during synthesis as 2. The most numerous cell type found on the critical path is fa_1. Cell type of the slowest stage on the worst timing path: fa_1.

The antenna diode instance count was 0; the number of antenna violations at the first check in global routing was 0. The peak clock frequency supported by timing was 0.0522 GHz. The worst-path maximum fanout is 1. The horizontal die dimension reported for this design is 117 um. The setup total negative slack came out at 0 ns.

The OpenROAD report gives the critical path a data arrival time of 19.37 ns. The number of distinct standard cells referenced by the synthesized netlist came out at 3. The synthesized netlist was found by Yosys to have 75 cells.

For the wire length of the first global-routing pass, the log shows 5740 um. The total of fill cells in the finished design is 948, and the overall track demand over capacity in global routing is 5.63%. Per the run report, area growth between synthesis and finish was 90.1%.

For the count of pins over their slew limit, the log shows 0. The run gives 0.0137 mm2 as the area of the chip. The run gives 0.00246 mm2 as the placed instance area. Critical path required time: 31.83 ns. The tools report the number of nets still failing antenna checks after routing as 0.

The synthesized instance count came out at 75. Source of the critical timing path: a[0]. The setup path with the least slack is of type in -> reg. The synthesis-stage register bit count is 33, and the global-route congestion overflow total is 0. STA classifies the critical path startpoint as a primary input.

Routability-driven placement finished with a final weighted congestion of 0.687. The final layout contains routed wiring with a total length of 3850 um. Counting endpoints that fail hold in the final report gives 0.

STA classifies the critical path endpoint as a register. The run gives 46.2 mW/mm2 for the power density of the placed cells. In this run the worst hold path is classified as in -> reg.

The core utilization at floorplan is 14.6%. The cell row count is 35. Once the clock tree was built, the setup fixing pass inserted 0 buffers. The pin count of the biggest net entering global routing came out at 10. For reference, the critical path is captured by s_ff_reg.q[31]. The design draws 0.118 mW. For the via count of the first global-routing pass, the log shows 1053.

The top cell types in the final layout, fill and taps aside, are clkdlybuf4s50_1 (98), dfxtp_1 (33), fa_1 (32). The synthesized area divided by synthesized cell count is 17.9 um2.
==> registers in the layout, indices dropped and copies added, names as in the netlist <==
register	cells
s_ff_reg.q	32
cout_ff_reg.q	1
==> where the power goes <==
| group | total, mW | internal [mW] | switching, mW |
|---|---|---|---|
| sequential | 0.0525 | 0.0503 | 0.00213 |
| combinational | 0.0331 | 0.0247 | 0.00844 |
| clock | 0.0321 | 0.0173 | 0.0148 |
| total | 0.118 | 0.0923 | 0.0254 |
==> kinds of logic (layout without fill, tap and decap cells) <==
kind of cell               Yosys count  count (layout)  share of synthesized area [%]
adders and majority gates           32              32                           47.9
buffers and inverters               10             115                           2.80
DFF                                 33              33                           49.3
==> per-layer routing <==
| metal | vias up | part of all wire [%] | GRT usage, % |
|---|---|---|---|
| li1 | 423 | - | - |
| met1 | 430 | 36 | 7.01 |
| met2 | 64 | 44 | 8.10 |
| met3 | 5 | 18 | 3.92 |
| met4 | 0 | 1.2 | 0.824 |
| met5 | - | 0 | 0 |
==> metrics by stage <==
| stage | utilization (%) | setup slack (ns) | std cells | hold slack [ns] |
|---|---|---|---|---|
| 2_1_floorplan | - | 13.10 | 75 | 6.48 |
| 3_3_place_gp | 26.7 | 12.06 | 284 | 6.99 |
| 3_5_place_dp | 26.7 | 12.01 | 284 | 6.99 |
| 4_1_cts | 27.7 | 12.31 | 291 | 6.69 |
| 5_1_grt | 27.7 | 12.00 | 291 | 6.70 |
| 6_report | 27.7 | 12.46 | 291 | 6.70 |
==> critical path: cells and delay by family <==
| kind | cells | cell delay (ns) |
|---|---|---|
| adder cells (fa/ha/maj) | 32 | 12.39 |
| buffers and inverters | 5 | 0.67 |
==> how the worst min path moves through the flow <==
| stage | from | endpoint | slack, ns | cells past startpoint |
|---|---|---|---|---|
| CTS | b[18] | s_ff_reg.q[18] | 6.69 | 2 |
| global route | b[30] | s_ff_reg.q[30] | 6.70 | 2 |
| finish | b[18] | s_ff_reg.q[18] | 6.70 | 2 |
==> Yosys cell counts <==
master,instances,area [um2]
fa_1,32,641
inv_1,10,37.5
dfxtp_1,33,661
==> final cells by class <==
class,count,area (um2),area share (%)
Clock buffer,7,86.3,3.39
Inverter,10,37.5,1.47
Multi-Input combinational cell,32,641,25.2
Sequential cell,33,661,26.0
Tap cell,111,139,5.46
Timing Repair Buffer,98,981,38.5
Power figures rest on the tool's default switching activity, not on a simulated workload.
